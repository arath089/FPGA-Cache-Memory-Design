==> design/flow/design.v <==
`timescale 1ns / 1ps
module cache_source(
clk,
rst,
PRead_request,
PWrite_request,
PRead_ready,
PWrite_done,
PWrite_data,
PRead_data,
PAddress,
MRead_request,
MWrite_request,
MRead_ready,
MWrite_done,
MWrite_data,
MRead_data,
MAddress
);
input clk;
input rst;
input PRead_request;
input PWrite_request;
input [7:0] PWrite_data;
input [7:0] PAddress;
output [7:0] PRead_data;
output PRead_ready;
output PWrite_done;
input MRead_ready;
input MWrite_done;
input [31:0] MRead_data;
output [7:0] MAddress;
output MRead_request;
output MWrite_request;
output [7:0] MWrite_data; 
reg [31:0] blocks[7:0];
reg [2:0] tags[7:0];
reg [7:0] invalid;
reg [1:0] state;
wire cache_hit;
reg data_out;
wire [2:0] p_tag = PAddress[7:5];
wire [2:0] p_block_select = PAddress[4:2];
wire [1:0] p_byte_in_block = PAddress[1:0];
   always@(posedge clk)
   begin
       if(rst)
       begin
          state <= 8'd0;
          invalid <= 8'hFF;
       end
          else
          begin
             case(state)
             8'd0:
             begin
                if (PRead_request & ~cache_hit)
                begin
                     state <= 8'd1;
                end
                else if(PRead_request & cache_hit)
                   begin
                      state <= 8'd2;
                   end
                else if(PWrite_request & ~cache_hit)
                   begin 
                     state <= 8'd3;
                   end
                else if(PWrite_request & cache_hit)
                     begin
                      state <= 8'd2;
                     end
            end
             8'd1:
             begin
                 if(MRead_ready)
                  begin
                    blocks[p_block_select] <= MRead_data;
                    tags[p_block_select]   <= p_tag;
                    invalid[p_block_select] <= 1'b0;
                    state <= 8'd2;
                   end
             end
             8'd2:
             begin
                 if((~PRead_request)& (~PWrite_request))
                   begin 
                      state <= 8'd0;
                   end
                 else if(PWrite_request)
                 begin
                   if (tags[p_block_select]==p_tag)
                   begin
                       if(p_byte_in_block == 2'd0) begin blocks[p_block_select][7:0]<= PWrite_data;end
                       if(p_byte_in_block == 2'd1) begin blocks[p_block_select][15:8]<= PWrite_data;end
                       if(p_byte_in_block == 2'd2) begin blocks[p_block_select][23:16]<= PWrite_data;end
                       if(p_byte_in_block == 2'd3) begin blocks[p_block_select][31:24]<= PWrite_data;end
                  end    
                 else if(PRead_request)
                   begin
                   if(tags[p_block_select] == p_tag)
                    state <= 8'd1;              
                   end
                 end
                else 
                if(invalid[p_block_select] == 1'b0)
                state <= 8'd0;
                end
                8'd3:
                  begin
                  if(MWrite_data)
                    begin
                    state<= 8'd0;
                    end
                   if(PWrite_request & ~cache_hit)
                   begin
                     blocks[p_block_select] <= MRead_data;
                    tags[p_block_select]   <= p_tag;
                    invalid[p_block_select] <= 1'b0;
                   end
                 end
             endcase
        end
   end
  assign cache_hit = ((tags[p_block_select] == p_tag) & ~invalid[p_block_select] ? 1'b1 : 1'b0);
  assign PRead_ready = PRead_request & (state == 8'd2);
  assign MRead_request = (state == 8'd1);
  assign MWrite_done = (PWrite_request & (state== 8'd2));
  assign MWrite_data = (p_byte_in_block==2'd0) ? blocks[p_block_select][7:0]:    
                                   (p_byte_in_block==2'd1) ? blocks [p_block_select][15:8]:  
                                    (p_byte_in_block==2'd2) ? blocks [p_block_select][23:16]: 
                                                              blocks [p_block_select][31:24];
  assign MAddress = {PAddress[7:2] , 2'b00};
  assign PRead_data = (p_byte_in_block == 2'd0) ? blocks[p_block_select][7:0]:
                      (p_byte_in_block == 2'd1) ? blocks[p_block_select][15:8]:
                      (p_byte_in_block == 2'd2) ? blocks[p_block_select][23:16]:
                                                  blocks[p_block_select][31:24];
endmodule
==> design/flow/run.sh <==
#!/bin/bash
# OpenROAD 26Q1-2900-gdf79404cd8, Yosys 0.63+post, stock flow scripts
make -C /OpenROAD-flow-scripts/flow DESIGN_CONFIG=/design/flow/config.mk WORK_HOME=/design/flow/orfs finish
==> design/flow/config.mk <==
export PLATFORM = sky130hd
export DESIGN_NAME = cache_source
export DESIGN_NICKNAME = cache_source
export VERILOG_FILES = /design/flow/design.v
export SDC_FILE = /design/flow/constraint.sdc
export NUM_CORES = 4
export LEC_CHECK = 1
export CORE_UTILIZATION = 50
==> design/flow/constraint.sdc <==
current_design cache_source

set clk_period 7.8
set clk_io_pct 0.2

create_clock -name clk0 -period $clk_period [get_ports {clk}]

set non_clock_inputs [all_inputs -no_clocks]
set_input_delay [expr $clk_period * $clk_io_pct] -clock clk0 $non_clock_inputs
set_output_delay [expr $clk_period * $clk_io_pct] -clock clk0 [all_outputs]
==> run notes <==
Results of an implementation run.

STA classifies the critical path endpoint as an output port. The number of core rows is 57. The setup TNS is 0 ns. The leakage component of the power is 4.84 nW.

The TritonCTS sink count is 292. The commonest register cell is sky130_fd_sc_hd__edfxtp_1. The cell count after synthesis is 807. The placement-stage cell area is 13700 µm². The number of antenna violations at the first check in global routing is 1. TritonCTS created 30 clock buffers. Summed over all layers, the global routing overflow is 0. The chip area line in the Yosys stat output reads 12700 µm².

The count of routing violations after the opening detailed-route iteration is 574. The first-pass GRT wire length is 49500 µm. The layout stage reports a final design area of 14600 µm². The biggest area contributor in the post-synthesis netlist is sky130_fd_sc_hd__edfxtp_1. The fmax is 0.160 GHz. The deepest clock path buffer count is 3. The weighted congestion at the end of routability-driven global placement is 0.925. TritonCTS built the clock tree. The final wirelength is 33200 µm. The post-synthesis to final-layout area growth is 15.7%.

In this run the standard cell core region covers 24600 µm². The die width is 161 µm. In this run the count of I/O pins placed on the die edge is 82. After synthesis, the cell types taking the most area are sky130_fd_sc_hd__edfxtp_1 66%, sky130_fd_sc_hd__mux2_2 5.2%, sky130_fd_sc_hd__mux2i_1 2.2%. In the final layout, the share of cells above drive strength 1 is 19.2%.

The classification of the worst setup path is in -> out. The number of buffer cells added on primary ports is 76. The max-slew check reports its worst relative slack as 36.5%.

After legalization and detailed placement, the total HPWL measured 22000 µm. For this design the ratio of total power to cell area is 229 nW/µm². The gate-level netlist out of Yosys references 78 unique cell types. The total track usage is 29.3%. After synthesis, flip-flops and latches occupy 68.3% of the total area. The registers of the reported paths see a clock transition of 0.06 ns. The cell type group with the largest total delay on the critical path is buffers and inverters. The tightest min-delay check is of the reg -> reg type. Per STA, the worst path is made up of buf_4 -> inv_1 -> buf_4 -> o21ai_0 -> o22ai_1 -> nor4_1 -> clkdlybuf4s50_1.

The final critical path takes up 80.1% of the cycle. Once detail routing completed, the nets flagged for antenna violations numbered 0. The nature of the critical path startpoint is an input port. Summing every instance area after synthesis gives 12700 µm². Entering global routing, the biggest net connects 49 pins. The delay of the slowest cell on the worst path is 0.84 ns. The final timing report lists a max-slew violation count of 0. TritonRoute reported its final design rule violation total as 0. The first-pass iteration count of the detailed router is 4. The floorplan step records an initial core utilization of 51.4%.

The die outline area is 25900 µm². The count of instantiated cells in the yosys netlist is 807. The routed design shows a wire length per standard cell of 26.8 µm. The root buffer cell chosen for the clock tree is sky130_fd_sc_hd__clkbuf_16. The final tally of hold violations is 0. Averaged over all synthesized cells, the footprint is 15.7 µm². At the pin with the least slew margin, the transition time is 0.928 ns. STA shows the worst reg2reg path with a cell count of 7. Counting instances, the worst hold path has a depth of 2. The most common logic cells in the final layout are 280 x sky130_fd_sc_hd__edfxtp_1, 73 x sky130_fd_sc_hd__clkdlybuf4s50_1, 66 x sky130_fd_sc_hd__nor2_1, 58 x sky130_fd_sc_hd__mux2_2, 46 x sky130_fd_sc_hd__buf_4.

The later pin in the worst-skew pair is clocked with a latency of 0.55 ns. The number of enable flip-flop cells is 280. The share of async-settable or async-resettable flops after synthesis is 0%. The cell depth of the worst setup path is 7. The number of standard cells in the final layout excluding fillers is 1241. The cell that appears most often on the critical path is sky130_fd_sc_hd__buf_4. The die is 161 µm tall.

The number of gates resized after cts is 0. Synthesis inferred 292 register bits. The required time at the worst-slack endpoint is 6.24 ns.

The time the final worst path needs with I/O delays and setup is 6.25 ns. According to the timing report, the arrival time at the worst endpoint equals 4.69 ns. Per the synthesis report, the single largest cell type by area occupies 66.4% of cell area. The worst vdd rail ir drop is 0.000161 V. Per the detail_route report, the via count comes to 7600.

The flow ran to the end, and the final reports show no timing, DRC or antenna violations. After layout, the setup clock skew is reported as 0.0145 ns. The most common cell after layout, fill and taps aside is sky130_fd_sc_hd__edfxtp_1.

Buffers inserted to repair hold after CTS numbered 0. The fraction of the core area covered by cells at the end of the flow is 59.5%. The timing report notes that buffer and inverter cells on the critical path total 4.

The tool warning count is 28. The yosys synthesis warning count is 3. The instance count after placement with tap cells included is 1187. The worst-path cell with the longest stage delay is sky130_fd_sc_hd__nor4_1. The final tally of setup violations is 0.

The number of setup buffers added after CTS is 0. The critical-path maximum fanout is 48. The number of global-route vias before repair is 7972.

The script logs the ratio of routed vias to standard cells as 6.12. Setup repair after global routing left no endpoint under its margin. The count of maximum capacitance violations is 0. CTS built an H-tree with a depth of 1.
[per-layer routing]
layer	share of wire, %	vias to the layer above	global-route usage [%]
met5	0.20	-	2.46
li1	-	3356	-
met1	35	3681	40.9
met3	15	79	17.2
met2	46	482	41.8
met4	3.6	2	8.62
[worst register-to-register path: stages, from the launching register on]
cell	delay, ns
sky130_fd_sc_hd__edfxtp_1	0.35
sky130_fd_sc_hd__mux4_1	0.53
sky130_fd_sc_hd__mux2i_1	0.19
sky130_fd_sc_hd__xnor2_1	0.13
sky130_fd_sc_hd__nor3b_4	0.48
sky130_fd_sc_hd__and3_1	0.68
sky130_fd_sc_hd__nor3_4	0.13
sky130_fd_sc_hd__nor2_1	0.75
[path summary, 6_finish.rpt]
path	from	to	slack [ns]
setup / recovery	PAddress[3]	MWrite_data[3]	1.55
hold / removal	invalid[3]	invalid[3]	0.49
hold reg to reg	invalid[3]	invalid[3]	0.49
setup reg to reg	tags[5][1]	blocks[5][0]	4.19
[sequential cells by signal, summed over array words and instances (netlist names)]
| name | cells |
|---|---|
| tags | 24 |
| state | 4 |
| invalid | 8 |
| blocks | 256 |
[cell usage after synthesis, types with 8 or more instances]
master and number:
sky130_fd_sc_hd__buf_2 10, sky130_fd_sc_hd__a31oi_1 10, sky130_fd_sc_hd__mux4_2 10, sky130_fd_sc_hd__nor3_1 17
sky130_fd_sc_hd__o21ai_0 16, sky130_fd_sc_hd__mux2_1 18, sky130_fd_sc_hd__mux2_2 58, sky130_fd_sc_hd__a221oi_1 20
sky130_fd_sc_hd__and3_1 10, sky130_fd_sc_hd__a22oi_1 21, sky130_fd_sc_hd__nor2b_1 8, sky130_fd_sc_hd__clkbuf_1 16
sky130_fd_sc_hd__dfxtp_1 12, sky130_fd_sc_hd__a21oi_1 29, sky130_fd_sc_hd__nor2_1 66, sky130_fd_sc_hd__edfxtp_1 280
sky130_fd_sc_hd__nand2_1 27, sky130_fd_sc_hd__mux2i_1 28, sky130_fd_sc_hd__buf_4 32
[through the flow]
stage / setup slack (ns) / power [mW] / hold slack, ns
after global placement: 1.65 / 2.05 / 0.476
after floorplan: 3.15 / 1.93 / 0.462
after detailed placement: 1.61 / 2.05 / 0.478
after global routing: 1.45 / 3.45 / 0.509
after CTS: 1.61 / 3.37 / 0.489
final: 1.55 / 3.35 / 0.488
[cell type report]
| class | count | area, µm² |
|---|---|---|
| clock buffers | 38 | 802 |
| flip-flops and latches | 292 | 8650 |
| diodes | 2 | 5.00 |
| well taps | 324 | 405 |
| fillers | 1830 | 9970 |
| multi-input cells | 444 | 3550 |
| repair buffers | 120 | 1080 |
| inverters | 7 | 26.3 |
| clock inverters | 14 | 114 |
[report_power, final]
| group | switching [mW] | internal (mW) | leakage, nW | total [mW] |
|---|---|---|---|---|
| sequential | 0.00462 | 1.73 | 2.62 | 1.74 |
| clock | 0.545 | 0.783 | 0.445 | 1.33 |
| combinational | 0.165 | 0.114 | 1.77 | 0.280 |
[cell families (layout without fill, tap and decap cells)]
logic type                 Yosys count  count (layout)  synth area share [%]
DFF                                292             292                  68.3
muxes                              119             119                  11.5
buffers and inverters               74             179                  3.66
adders and majority gates            3               3                 0.297
AOI/OAI and AO/OA                  149             149                  8.82
other                                1               6                0.0296
xor gates and xnor gates             4               4                 0.425
and+or+nand+nor                    165             165                  6.90
Power figures rest on the tool's default switching activity, not on a simulated workload.
